### run.sh
#!/bin/bash
# OpenROAD 26Q1-2900-gdf79404cd8, Yosys 0.63+post, stock flow scripts
make -C /OpenROAD-flow-scripts/flow DESIGN_CONFIG=/design/flow/config.mk WORK_HOME=/design/flow/orfs finish
### config.mk
export PLATFORM = sky130hd
export DESIGN_NAME = debouncer
export DESIGN_NICKNAME = debouncer
export VERILOG_FILES = /design/flow/design.v
export SDC_FILE = /design/flow/constraint.sdc
export NUM_CORES = 4
export LEC_CHECK = 1
export CORE_AREA = 10 10 91 91
export DIE_AREA = 0 0 101 101
### constraint.sdc
current_design debouncer

set clk_period 4.3
set clk_io_pct 0.2

create_clock -name clk0 -period $clk_period [get_ports {clk}]

set non_clock_inputs [all_inputs -no_clocks]
set_input_delay [expr $clk_period * $clk_io_pct] -clock clk0 $non_clock_inputs
set_output_delay [expr $clk_period * $clk_io_pct] -clock clk0 [all_outputs]
### design.v
`timescale 1ns / 1ps
module debouncer(
	input clk,  
    input PB,   
     output pulse  
);
reg PB_sync_0;
reg PB_sync_1;
reg PB_state;  
reg [15:0] PB_cnt;
always @(posedge clk) begin
	PB_sync_0 <= PB;
	PB_sync_1 <= PB_sync_0;
	if(PB_state==PB_sync_1)
		 PB_cnt <= 0;
	else
	begin
		 PB_cnt <= PB_cnt + 1'b1; 
		 if(PB_cnt == 16'hffff) PB_state <= ~PB_state; 
	 end
end
assign pulse =  ~(PB_state==PB_sync_1) & (PB_cnt == 16'hffff) & ~PB_state;
endmodule
==> impl_summary.log <==
[report] implementation figures
[metrics] result of the run: complete, no violations
[metrics] number of cells upsized or downsized after cts: 0
[metrics] Warnings, synthesis: 1
[metrics] largest net degree at the start of global routing: 13
[metrics] class of the tightest hold or removal check: reg -> reg
[metrics] standard-cell row count: 29
[metrics] Post-synth EDFFs: 1
[metrics] total via count in the routed design: 631
[metrics] clk root buf: clkbuf_8
[metrics] Mean Syn Cell Area: 9.363 um^2
[metrics] number of search-and-repair iterations in the first detailed-routing pass: 4
[metrics] Detailed Route WL: 1355 um
[metrics] initial antenna violation count: 0
[metrics] CTS tree: built
[metrics] Core Region: 0.006350 mm^2
[metrics] Critical R2R Capture: PB_state
[metrics] Post-Place Setup Slack: 1.434 ns
[metrics] vias per std cell: 3.669
[metrics] most area-hungry cell type in the Yosys netlist: dfxtp_1
[metrics] number of hold violations in the final report: 0
[metrics] Netlist cell types: 24
[metrics] Area contributors post-synth: dfxtp_1 43%, a21oi_1 4.8%, o31ai_1 4.5%
[metrics] Maximum Capacitance Violations: 0
[metrics] number of warnings in the stage logs: 25
[metrics] Routed met1 length: 707 um
[metrics] critical register-to-register path startpoint: PB_cnt[0]
[metrics] vias in the first global route: 590
[metrics] Pre-Place Util: 13.12%
[metrics] register-to-register path setup slack: 2.48 ns
[metrics] Critical Path End Type: output port
[metrics] number of clock sinks: 19
[metrics] worst-margin pin slew: 0.5176 ns
[metrics] final antenna diode count: 0
[metrics] area growth from synthesis to layout: 19.82%
[metrics] data required time at the worst endpoint: 3.44 ns
[metrics] headroom to the max-slew limit: 65.38%
[metrics] # Post-CTS Setup Buffers: 0
[metrics] maximum vdd ir drop: 0.1554 mV
[metrics] CTS buffer count: 3
[metrics] Total GRT Usage: 2.856%
[metrics] Max Clk Rate: 317.4 MHz
[metrics] DP HPWL: 973.8 um
[metrics] Die X-Extent: 101 um
[metrics] CTS hold repair buffers: 0
[metrics] post-synthesis cell count: 89
[metrics] endpoint with the worst hold slack: PB_sync_1
[metrics] routability-driven placement congestion ratio: 0.7559
[metrics] total standard cell area after synthesis: 833.3 um^2
[metrics] Wirelength per Cell: 7.878 um
[metrics] type of the setup path with the least slack: reg -> out
[metrics] Antenna Violating Nets Remaining: 0
[metrics] endpoints failing setup: 0
[metrics] final clock skew: 0.003909 ns
[metrics] startpoint type of the worst setup path: register
[metrics] worst-skew pair later-pin latency: 0.25 ns
[metrics] worst min-delay path startpoint: PB_sync_0
[metrics] Final period util: 73.28%
[metrics] die area: 0.01020 mm^2
[metrics] sum of negative setup slack: 0 ns
[metrics] number of buffers between clock root and the deepest sink: 2
[metrics] I/O pin count: 3
[metrics] global-route wire length before repair: 2532 um
[metrics] Synthesized registers: 19
[metrics] ratio of total power to cell area: 315.8 mW/mm^2
[metrics] post-route DRC violation count: 0
[metrics] fraction of layout instances using a drive strength above 1: 9.474%
[metrics] met2 wire len: 597 um
[metrics] clock-pin slew of the registers on the worst-case setup and hold paths: 0.07 ns
[metrics] final tally of max-slew violations: 0
[metrics] Final min period: 3.151 ns
[metrics] uppermost layer routed: met3
[metrics] die outline height: 101 um
[metrics] cell count of the worst hold path: 0
[metrics] iteration-0 DRC count of the detailed router: 34
[metrics] Top FF cell, synth: dfxtp_1
[metrics] worst-path fanout max: 10
[metrics] H-tree levels: 1
[metrics] share of synthesized registers carrying an async set or reset: 0%
[metrics] Arr. time, crit path: 2.29 ns
[metrics] Dominant cell area share: 43.24%
[metrics] chip area from the yosys synthesis statistics: 833.3 um^2
[metrics] worst path setup slack after routing: 1.149 ns
[metrics] total global routing overflow: 0
[metrics] cell total in the yosys stat output: 89
[metrics] number of buffer cells added on primary ports: 2
[metrics] Routed met3 length: 50 um
[metrics] R2R depth: 4
[metrics] Seq share, synth: 46.85%
[metrics] RSZ-0062 raised after global routing: false
[metrics] Static Leak: 0.2857 nW
-- cell families after synthesis --
group	Yosys count	synth area share (%)
buffers and inverters	5	2.251
AND/OR/NAND/NOR	40	29.43
XOR/XNOR	5	5.256
AND-OR/OR-AND	16	11.11
flip-flops	19	46.85
adder cells (fa/ha/maj)	1	1.501
multiplexers	3	3.604
-- power breakdown --
part / total, mW / switching (mW) / internal (mW)
Clock: 0.121 / 0.0554 / 0.0657
Sequential: 0.184 / 0.00371 / 0.181
Combinational: 0.00979 / 0.00535 / 0.00444
Total: 0.315 / 0.0645 / 0.251
-- area by class of cell --
cell class | instances | area [um^2]
multi-input cells | 65 | 424.2
fillers | 691 | 5351
clock buffers | 4 | 45.04
flip-flops and latches | 19 | 390.4
repair buffers | 3 | 27.53
well taps | 77 | 96.34
inverters | 4 | 15.01
-- Yosys cell counts, types with 3 or more instances --
cell,number
dfxtp_1,18
a21oi_1,8
nand2_1,7
nand3_1,6
nor2_1,5
o31ai_1,5
or4_1,5
inv_1,4
nand4_1,4
mux2i_1,3
nand2b_1,3
nor4_1,3
o21ai_0,3
xor2_1,3
-- layer usage --
metal / vias to the layer above / GRT usage, %
li1: 342 / -
met3: 0 / 0.6930
met1: 284 / 3.980
met5: - / 0
met2: 5 / 4.423
met4: 0 / 0.5359
-- stage by stage --
stage / utilization, % / power (mW) / hold WS [ns] / instances / instance area [um^2]
2_1_floorplan: - / 0.1947 / 0.3096 / 89 / 833.3
3_3_place_gp: 15.01 / 0.1981 / 0.3139 / 168 / 953.4
3_5_place_dp: 15.01 / 0.1981 / 0.3160 / 168 / 953.4
4_1_cts: 15.72 / 0.3198 / 0.3324 / 172 / 998.5
5_1_grt: 15.72 / 0.3289 / 0.3337 / 172 / 998.5
6_report: 15.72 / 0.3153 / 0.3282 / 172 / 998.5
-- registers in the layout, indices dropped and copies added (netlist names) --
name,flops
PB_cnt,16
PB_state,1
PB_sync_0,1
PB_sync_1,1
-- worst max-delay path by stage --
stage / from / end / slack, ns / cells after the start
CTS: PB_cnt[0] / pulse / 1.13 / 5
global route: PB_cnt[0] / pulse / 1.0 / 5
finish: PB_cnt[0] / pulse / 1.15 / 5
-- critical path, cell delays in order (launching register included) --
cell             delay [ns]
dfxtp_1                0.39
ha_1                   0.27
nand4_4                0.18
or4_4                  0.56
nor3_2                 0.16
clkdlybuf4s50_1        0.48
-- placed cells by master (no fill, tap or decap), drive strengths merged, types with 4 or more instances in the layout --
cell type,instances
dfxtp,18
a21oi,8
nand2,7
nand3,6
or4,6
nor2,5
o31ai,5
nand4,5
inv,4
clkbuf,4
Power is estimated from default activity; no workload was simulated.
