==> design/flow/design.v <==
`timescale 1ns / 1ps
module speech_algo(
	input clk, input rst, input start, input FFT_valid, input [37:0] re, input [37:0] im, 
	output reg alpha, output reg zulu
    );
	 parameter COMPARATOR = 64'd295767500;	 
	 reg [23:0] counter;
	 reg [2:0] state;
	 reg[63:0] sum;
	 reg[63:0] avg;
	 initial begin
		avg = 0;
		state = 0;
		counter = 0;
		sum = 0;
		alpha = 0;
		zulu = 0;
	 end
	 always @ (posedge clk) begin
	 if(rst)begin
		state <= 0;
		avg <= 0;
		counter <= 0;
		sum <= 0;
		alpha <= 0;
		zulu <= 0;
	 end
	 else begin
		case(state)
			0: begin		 
				if(start) begin
					state <= 1;
				end
				alpha <= 0;
				zulu <= 0;
			end
			1: begin  
				if(FFT_valid) begin
					state <= 2;
					sum <= re*re + im*im;
				end
			end
			2: begin	 
				if(FFT_valid)begin
					sum <= sum + re*re + im*im;
				end
				else begin
					state <= 3;
				end
			end
			3: begin	 
				avg <= sum >> 13;
				state <= 4;
			end
			4: begin	 
				if(avg  >  COMPARATOR)begin
					alpha <= 1;
					zulu <= 0;
				end
				else begin
					zulu <= 1;
					alpha <= 0;
				end
				state <= 5;
			end
			5: begin
				state <= 5;
				alpha <= alpha;
				zulu <= zulu;
			end
			default: begin
			end
		endcase
		end
	 end
endmodule
==> design/flow/run.sh <==
#!/bin/bash
# OpenROAD 26Q1-2900-gdf79404cd8, Yosys 0.63+post, stock flow scripts
make -C /OpenROAD-flow-scripts/flow DESIGN_CONFIG=/design/flow/config.mk WORK_HOME=/design/flow/orfs finish
==> design/flow/config.mk <==
export PLATFORM = sky130hd
export DESIGN_NAME = speech_algo
export DESIGN_NICKNAME = speech_algo
export VERILOG_FILES = /design/flow/design.v
export SDC_FILE = /design/flow/constraint.sdc
export NUM_CORES = 4
export LEC_CHECK = 1
export CORE_UTILIZATION = 50
==> design/flow/constraint.sdc <==
current_design speech_algo

set clk_period 31.0
set clk_io_pct 0.2

create_clock -name clk0 -period $clk_period [get_ports {clk}]

set non_clock_inputs [all_inputs -no_clocks]
set_input_delay [expr $clk_period * $clk_io_pct] -clock clk0 $non_clock_inputs
set_output_delay [expr $clk_period * $clk_io_pct] -clock clk0 [all_outputs]
==> GITHUB_STEP_SUMMARY <==
## PnR job results

| Metric | Value |
|---|---|
| Crit-path max cell delay | `0.76 ns` |
| Worst-skew pair later-pin latency | `0.49 ns` |
| Max-slew violation count | `0` |
| Kind of end point of the critical path | `flop` |
| Largest net degree at the start of global routing | `60` |
| Layout area overhead | `4.24%` |
| Setup Viol. Count Final | `0` |
| Final Hold Fails | `0` |
| Dpl hpwl | `187 mm` |
| Chip area line of the yosys report | `87900 um^2` |
| Relative slew slack | `13.3%` |
| Wirelength, routed | `235 mm` |
| Initial antenna violation count | `4` |
| RSZ-0062 raised after global routing | `no` |
| Clk sink count | `120` |
| Slowest CP cell | `a2111oi_0` |
| DRT iter0 DRCs | `2483` |
| Clock Skew | `0.0211 ns` |
| Distinct cell type count after synthesis | `92` |
| Yosys reg bits | `120` |
| Crit path required time | `31.38 ns` |
| Setup slack at placement | `11.90 ns` |
| Post-layout period usage | `60.9%` |
| Final Worst Setup Slack | `12.11 ns` |
| Hold_buf cts | `0` |
| Drt via density | `5.16` |
| Dominant flop cell | `dfxtp_1` |
| Resized cells post-CTS | `0` |
| RePlAce Congestion | `0.976` |
| Chip Area | `177000 um^2` |
| Clk slew on worst S/H paths | `0.06 ns` |
| Max cap viols | `0` |
| CTS tree | `built` |
| First-pass GRT wire length | `382 mm` |
| Yosys stat cell total | `9774` |
| Flip-flops with a built-in enable | `0` |
| Routed len/inst | `19.6 um` |
| CTS max path bufs | `3` |
| Critical path startpoint category | `primary input` |
| Num ports | `82` |
| Post-Synthesis Cells | `9774` |
| Status | `completed` |
| Mean Syn Cell Area | `8.99 um^2` |
| Share of layout cells above drive strength 1 | `1.91%` |
| Rows | `153` |
| Seq share, synth | `2.73%` |
| Core Region | `174000 um^2` |
| Critical path type | `in2reg` |
| Final TNS setup | `0 ns` |
| Worst hold-check path type | `reg2reg` |
| First-pass DRT Iterations | `5` |
| Worst Max-Slew Pin Slew | `1.27 ns` |
| Fillers | `15800` |
| Setup Fix Bufs, Post-CTS | `0` |
| GRT Util Overall | `30.4%` |
| Clk root buf | `clkbuf_16` |
| Vias | `61700` |
| Synthesized area | `87900 um^2` |
| Vias in the first global route | `69200` |
| CTS buffer count | `25` |
| Async SR Flop Fraction | `0%` |
| Htree depth | `4` |
| Antenna-violating nets left | `0` |
| Die Y-Extent | `421 um` |
| Data arrival, critical path | `19.27 ns` |
| Drc violations | `0` |
| Grt ovf | `0` |
| Period minus WS final | `18.89 ns` |
| Comb gate area | `72900 um^2` |
| Register area | `2400 um^2` |
| Port Buffers | `81` |
| Crit-path max FO | `32` |
| DIE WIDTH | `421 um` |
| Count of tool warnings | `43` |
| CP most frequent cell | `fa_1` |
| FP Util | `50.5%` |
| Max Freq | `0.0529 GHz` |
| Yosys warning count | `1` |
==> sequential cells by signal, summed over array words and instances, names as in the netlist <==
signal,flops
alpha,1
zulu,1
sum,64
avg,51
state,3
==> metrics by stage <==
step	area [um^2]	hold slack [ns]	instances	utilization, %
detailed placement	90900	0.443	11900	52.2
floorplan	87900	0.431	9774	-
finish	91600	0.454	12000	52.6
global route	91600	0.470	12000	52.6
CTS	91600	0.454	12000	52.6
global placement	90900	0.441	11900	52.2
==> logic make-up after synthesis <==
family                     after synthesis  synth area share, %
xor gates and xnor gates               279                 2.80
AOI/OAI and AO/OA                      924                 6.72
DFF                                    120                 2.73
buffers and inverters                 3355                 14.3
and+or+nand+nor                       2132                 11.4
adders and majority gates             2961                 61.9
muxes                                    3               0.0342
==> synth_stat cells, types with 19 or more instances <==
| library cell | number | area share (%) |
|---|---|---|
| inv_1 | 2986 | 13 |
| fa_1 | 2317 | 53 |
| nand2_1 | 999 | 4.3 |
| ha_1 | 640 | 9.1 |
| and2_1 | 552 | 3.9 |
| clkbuf_1 | 337 | 1.4 |
| a21oi_1 | 324 | 1.8 |
| nor2_1 | 277 | 1.2 |
| xnor2_1 | 179 | 1.8 |
| o21ai_0 | 164 | 0.93 |
| a21o_1 | 128 | 1.1 |
| dfxtp_1 | 120 | 2.7 |
| xor2_1 | 98 | 0.98 |
| nor3_1 | 72 | 0.41 |
| a211oi_1 | 47 | 0.40 |
| nand3_1 | 43 | 0.24 |
| o21bai_1 | 38 | 0.32 |
| nand4_1 | 34 | 0.24 |
| nor2b_1 | 31 | 0.22 |
| o21a_1 | 31 | 0.26 |
| nand2b_1 | 28 | 0.20 |
| a31oi_1 | 25 | 0.18 |
| o211ai_1 | 25 | 0.21 |
| and3_1 | 20 | 0.14 |
| nor4_1 | 19 | 0.14 |
==> metal layers <==
metal / wire [um] / share of wire, % / up-vias / global-route usage [%]
met4: 5270 / 2.2 / 12 / 4.99
met3: 28900 / 12 / 287 / 15.1
met5: 282 / 0.12 / - / 1.16
met2: 111000 / 47 / 2412 / 45.9
li1: - / - / 28100 / -
met1: 89000 / 38 / 30900 / 42.3
==> worst paths after layout <==
path,slack [ns],start,depth (start not counted),endpoint
setup / recovery,12.11,im[6],43,sum[60]
hold / removal,0.45,sum[34],2,avg[21]
setup reg to reg,25.31,sum[3],18,sum[63]
hold reg to reg,0.45,sum[34],2,avg[21]
==> area by class of cell <==
class,count,area share (%)
clock inverters,2,0.0109
clock buffers,31,0.729
inverters,3000,12.3
repair buffers,173,1.60
diodes,1,0.00273
flip-flops and latches,120,2.62
multi-input cells,6299,79.6
well taps,2325,3.17
==> placed cells by master, fill, tap and decap left out, types with 128 or more instances in the layout <==
master	count
a21o_1	128
fa_1	2317
xnor2_1	179
o21ai_0	164
nand2_1	999
a21oi_1	324
ha_1	640
and2_1	552
nor2_1	275
inv_1	2986
==> critical path, delay by kind of cell <==
kind / cells / cell delay [ns]
AOI/OAI and AO/OA: 17 / 4.81
buffers and inverters: 11 / 2.31
xor gates and xnor gates: 1 / 0.36
adders and majority gates: 10 / 4.82
and+or+nand+nor: 4 / 0.72
