--- ./run.sh ---
#!/bin/bash
# OpenROAD 26Q1-2900-gdf79404cd8, Yosys 0.63+post, stock flow scripts
make -C /OpenROAD-flow-scripts/flow DESIGN_CONFIG=/design/flow/config.mk WORK_HOME=/design/flow/orfs finish
--- ./config.mk ---
export PLATFORM = sky130hd
export DESIGN_NAME = bramController
export DESIGN_NICKNAME = bramController
export VERILOG_FILES = /design/flow/design.v
export SDC_FILE = /design/flow/constraint.sdc
export NUM_CORES = 4
export LEC_CHECK = 1
export CORE_UTILIZATION = 50
--- ./constraint.sdc ---
current_design bramController

set clk_period 5.6
set clk_io_pct 0.2

create_clock -name clk0 -period $clk_period [get_ports {clk}]

set non_clock_inputs [all_inputs -no_clocks]
set_input_delay [expr $clk_period * $clk_io_pct] -clock clk0 $non_clock_inputs
set_output_delay [expr $clk_period * $clk_io_pct] -clock clk0 [all_outputs]
--- ./design.v ---
`timescale 1ns / 1ps
module BRAM( 
	input clk,
	input read_write,									 
	input clear,
	input [ADDR_WIDTH-1:0] address,			 
	input [WORD_WIDTH-1:0] data_in,		
	output reg [WORD_WIDTH-1:0] data_out
	);
	parameter WORD_WIDTH = 24;		 
	parameter ADDR_WIDTH = 8;		 
	reg [WORD_WIDTH-1:0] registers [(2**ADDR_WIDTH)-1:0];
	initial begin
		data_out = 0;
	end
	always @(posedge clk) begin
		if(read_write) begin
			registers[address] <= data_in;
			data_out <= 0;
		end else begin
			data_out <= registers[address];
		end
	end
endmodule  
`timescale 1ns / 1ps
module bramController(
	input  clk,
	input  reset,
	input  beginWrite,
	input  beginRead,	  
	input	 [ (ADDR_WIDTH)-1 : 0 ]	readAddress,
	input  [WORD_WIDTH-1:0] inData,
	input  sample,  
	output [WORD_WIDTH-1:0] outData,
	output reg              readReady,
	output reg					writeComplete  
    );
	 parameter WORD_WIDTH = 24;
	 parameter ADDR_WIDTH = 3;
	 reg [ (ADDR_WIDTH)-1 : 0 ] rw_Address;
	 reg [4:0] state;
	 reg [2:0] counter;
	 reg read_write;
	 initial begin
		rw_Address = 0;
		read_write = 0;
		state = 0;
		readReady = 0;
		writeComplete = 0;
		counter = 0;
	 end
	BRAM #(
			 .WORD_WIDTH(WORD_WIDTH),
			 .ADDR_WIDTH(ADDR_WIDTH)
			 )
	myMem (
		 .clk(clk), 
		 .read_write(read_write), 
		 .clear(reset), 
		 .address(rw_Address), 
		 .data_in(inData), 
		 .data_out(outData)
		 );
	always @(posedge clk) begin : TRANSITION_LOGIC
		if(reset) begin
			rw_Address <= 0;
			read_write <= 0;
			state <= 0;
			readReady <= 0;
			writeComplete <= 0;
		end
		else
			case(state)
				0: begin: IDLE_WAIT_WRITE
					if(beginWrite) begin
						state <= 1'b1;
						read_write <= 1'b1;
					end else begin
						state <= 0;
						read_write <= 0;
					end
					readReady <= 0;
					rw_Address <= 0;
					writeComplete <= 0;
				end
				1: begin : WRITE_PROCESS
					if((rw_Address == 2**ADDR_WIDTH-1) & sample) begin
						read_write <= 0;
						rw_Address <= 0;
						state <= 2;
					end
					else if(sample) begin
						rw_Address <= rw_Address + 1'b1;
					end
				end
				2: begin: IDLE_WAIT_READ
					if(beginRead) begin
						state <= 3;
						rw_Address <= 0;
					end
					else begin
						rw_Address <= 0;
					end
					writeComplete <= 1;
					read_write <= 0;
				end
				3: begin: DATA_READ_OUT
					if((rw_Address == 2**ADDR_WIDTH-1)) begin
						state <= 0;  
						rw_Address <= 0;
						writeComplete <= 0;
					end
					else if(&counter) begin  
						read_write <= 0;
						readReady <= 1;
						rw_Address <= rw_Address + 1'b1;
					end
					else begin	 
						counter <= counter + 1'b1;
					end
				end
				default: begin
				end
			endcase
	end
endmodule
==> Changelog: implementation <==
## Flow update

- Pre-CTS WS: 2.90 ns
- First-pass GRT wire length: about 25 mm
- Synthesized instance count: between 400 and 500
- Worst Hold End: writeComplete$_SDFFE_PP0P_
- Drt pass-1 iters: 6
- Post-Syn Area: 8690 µm²
- Distinct lib cells: 30
- GRT overflow: 0
- Hold Crit Depth: 2
- Initial antenna violation count: 1
- Crit Path Category: flip-flop to flip-flop
- Post-CTS Setup Repair Bufs: 0
- Ys Warns: 2
- Num CTS Buffers: 24
- Root Driver: clkbuf_16
- CP arrival: 2.84 ns
- Final Setup Violations: 0
- Status: complete, no violations
- Worst-path clk slew: 0.05 ns
- Post-synth seq share: 0.748
- Clk buf depth: 3
- Leak Pwr: approximately 3.2 nW
- Via count: between 4000 and 5000
- Post-Route WL: roughly 16 mm
- Post-cts hold buffer count: 0
- Yosys Chip Area: 8690 µm²
- Die ar.: between 15000 and 20000 µm²
- Worst R2R Setup Slack: roughly 3 ns
- Post-CTS sizing: 0
- N_diodes: 0
- Crit share post-route: 0.475
- CTS tree: built
- Core ar.: 16800 µm²
- R2R depth: 4
- H-tree depth: 1
- Yosys cell count: 493
- F_max: approximately 380 MHz
- Worst hold path class: flip-flop to flip-flop
- Die X-Extent: ~130 µm
- Period minus WS final: roughly 2.7 ns
- Slew @ Worst Pin: 0.807 ns
- Clk sinks: about 230
- Placer Congestion: 0.766
- Power Dens Cells: around 410 nW/µm²
- Die H: 134 µm
- Fp_density: 0.518
- Top cells by area: edfxtp_1 (67%), mux2i_1 (11%), dfxtp_1 (7.4%), o22a_1 (4.8%), a21oi_1 (1.7%)
- Crit. End Element: flip-flop
- Final hold violation count: 0
- Final Worst Setup Slack: ~2.9 ns
- CP required: about 5.8 ns
- Log Warnings: 32
- Vias/cell: ~5.5
- Routed Antenna Nets: 0
- Worst clock skew: 0.0113 ns
- CP startpoint kind: flip-flop
- Detailed Route Iter0 Violations: between 150 and 200
- Largest net degree at the start of global routing: 39
- Tot GR Track Use: 0.205
- Clk latency of the worst-skew pair: 0.50 ns
- Max-slew violation count: 0
- Number of port buffers: 54
- Hold Crit Start: writeComplete$_SDFFE_PP0P_
- RSZ-0062 raised after global routing: false
- Post-detail-place hpwl: around 8.6 mm
- Cell type with the largest total area: edfxtp_1
- Drt drc: 0
- Vias in the first global route: about 4600
- Wire per inst: around 20 µm
- # rows: approximately 47
- Mapped Avg Cell Area: 17.6 µm²
- Maxcap violations: 0
- Area Growth Syn to Fin: 17.7%
- Post-synth regs: around 230
- I/O pin cnt: slightly below 60
- Setup_tns: 0 ns
- Share of cells above drive strength 1: 0.102
- Max FO, Critical Path: 18
- Reg-to-reg startpoint: read_write$_SDFFE_PP0P_
- Maximum vdd drop: approximately 0.00028 V
- Worst reg2reg endpoint: myMem.registers[5][2]$_DFFE_PP_
- Top cell type's share of synthesized area: 0.674
- Max-slew headroom: 0.462
[cell usage after synthesis]
master / n
edfxtp_1: 195
buf_2: 9
clkbuf_1: 5
nand3b_1: 1
dfxtp_1: 32
a21oi_1: 29
buf_1: 2
and3_1: 1
nand2b_1: 9
buf_6: 8
o22a_1: 48
nor4_2: 1
or3b_1: 1
a2111oi_4: 1
inv_1: 4
mux2_1: 1
ha_1: 9
buf_4: 4
nor3_1: 2
nor2b_1: 4
or4_1: 1
nand2_1: 5
mux2i_1: 99
nor2b_4: 1
a221oi_1: 1
or2_1: 1
o21ai_0: 6
nor3b_1: 1
nor2_1: 10
or4b_1: 2
[layer usage]
layer  part of all wire  global-route usage  routed length (µm)
met1               0.40               0.307                6380
met2               0.48               0.304                7560
met3               0.10               0.100                1630
met4              0.020              0.0404                 324
met5                  0                   0                   0
[worst max-delay path, stage by stage, from the launching register on]
cell     delay (ns)
dfxtp_1        0.63
buf_4          0.40
nand2_1        0.21
nor2_2         0.68
buf_4          0.40
[cells by family after synthesis]
kind of cell / after synthesis / share of synthesized area
compound gates: 85 / 0.0727
fa+ha+maj: 9 / 0.0130
flops: 227 / 0.748
simple gates: 40 / 0.0274
buf+inv: 32 / 0.0238
mux: 100 / 0.115
[registers in the layout, indices dropped and copies added (netlist names)]
name,count
writeComplete,1
readReady,1
state,2
myMem.data_out,24
read_write,1
myMem.registers,192
rw_Address,3
counter,3
[through the flow]
stage               cell area (µm²)  hold WS (ns)  std cells  total power [mW]  utilization
floorplan                      8690         0.439        493              2.43            -
global placement               9450         0.467        754              2.68        0.564
detailed placement             9450         0.481        754              2.69        0.564
CTS                           10200         0.489        798              4.22        0.610
global route                  10200         0.521        798              4.34        0.610
finish                        10200         0.482        798              4.17        0.610
[how the worst max path moves through the flow]
stage | endpoint | start | cells past startpoint
global route | myMem.registers[5][2]$_DFFE_PP_ | read_write$_SDFFE_PP0P_ | 4
CTS | myMem.registers[5][2]$_DFFE_PP_ | read_write$_SDFFE_PP0P_ | 4
finish | myMem.registers[5][2]$_DFFE_PP_ | read_write$_SDFFE_PP0P_ | 4
[power by group]
group / total (mW) / internal, mW / switching, mW
Combinational: 0.615 / 0.338 / 0.277
Clock: 1.52 / 0.935 / 0.583
Sequential: 2.04 / 1.97 / 0.0683
Total: 4.17 / 3.24 / 0.928
[cells in the final DEF, fill, tap and decap left out, types with 4 or more instances in the layout]
master,count
a21oi_1,29
nor2b_1,4
edfxtp_1,195
nand2_1,5
inv_1,4
ha_1,9
clkdlybuf4s50_1,54
dfxtp_1,31
clkbuf_1,9
o21ai_0,6
clkbuf_16,25
mux2i_1,99
o22a_1,48
nand2b_1,9
nor2_2,6
nor2_1,4
buf_4,15
[layout make-up]
cell class                 instances  area, µm²
tap                              220        275
inverter                           4       15.0
clock buffer                      36        687
fill                            1189       6530
timing repair buffer              69        653
clock inverter                     8       86.3
multi-input combinational        234       2010
sequential                       227       6500
Power and IR drop assume default switching activity.
